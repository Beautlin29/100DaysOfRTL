<file path="/design/flow/config.mk">
export PLATFORM = sky130hd
export DESIGN_NAME = counter_load
export DESIGN_NICKNAME = counter_load
export VERILOG_FILES = /design/flow/design.v
export SDC_FILE = /design/flow/constraint.sdc
export NUM_CORES = 4
export LEC_CHECK = 1
export CORE_AREA = 10 10 70 70
export DIE_AREA = 0 0 80 80
</file>
<file path="/design/flow/constraint.sdc">
current_design counter_load

set clk_period 1.3
set clk_io_pct 0.2

create_clock -name clk0 -period $clk_period [get_ports {clk}]

set non_clock_inputs [all_inputs -no_clocks]
set_input_delay [expr $clk_period * $clk_io_pct] -clock clk0 $non_clock_inputs
set_output_delay [expr $clk_period * $clk_io_pct] -clock clk0 [all_outputs]
</file>
<file path="/design/flow/design.v">
module counter_load(input wire clk, rst, load, input wire [3:0]load_value, output wire [3:0]count);
logic [3:0]count_reg;
always_ff @(posedge clk or posedge rst) begin
    if (rst) 
        count_reg <= 4'h0;
    else if (load) 
        count_reg <= load_value;
    else 
        count_reg <= (count_reg == 4'hF) ? 4'h0 : count_reg + 1;
end
assign count = count_reg;
endmodule
</file>
<file path="/design/flow/run.sh">
#!/bin/bash
# OpenROAD 26Q1-2900-gdf79404cd8, Yosys 0.63+post, stock flow scripts
make -C /OpenROAD-flow-scripts/flow DESIGN_CONFIG=/design/flow/config.mk WORK_HOME=/design/flow/orfs finish
</file>
==> CHANGELOG.md <==
### Metrics

- Run status: complete, no violations
- Drt wl/cell: 8.55 um
- Root buffer cell: clkbuf_4
- Area fraction in full adders, half adders and majority gates: 6.29%
- IO Port Bufs: 10
- IO Count: 11
- P_int: 338 uW
- CTS Buffer Depth: 2
- Mean area per synthesized cell: 10.5 um2
- Clk pin slew, worst setup/hold paths: 0.04 ns
- Final setup vio count: 0
- Syn. warnings: 1
- Remaining Overflow, GRT: 0
- Die Area: 6400 um2
- Pleak: 0.178 nW
- First-pass GRT wire length: 1140 um
- Cells after Synth: 19
- Via count: 220
- Yosys Chip Area: 199 um2
- Sequential power share: 33.8%
- Area Growth Syn to Fin: 107%
- Critical Path AT: 1.36 ns
- Antenna-violating nets left: 0
- Total track usage: 2.32%
- Logic area: 87.6 um2
- Critical Path RT: 1.47 ns
- Comb area leader: AND-OR/OR-AND gates
- Clk pwr share: 34.3%
- Maximum vdd ir drop: 0.475 mV
- Worst Path Max Fanout: 4
- Log Warnings: 25
- Hold Fails Final Rpt: 0
- Cycle use final: 91.4%
- Row Count: 21
- Antenna diodes: 0
- Largest register FFs: 4
- Tmin final: 1.19 ns
- Max-slew violation count: 0
- CTS sink cnt: 4
- Antenna violations before repair: 0
- Core area: 3420 um2
- Yosys reg bits: 4
- Insertion delay at the late pin of the worst-skew pair: 0.24 ns
- Slew margin rel.: 85.4%
- Vias per cell: 2.65
- Die Wd: 80 um
- Post-Route WL: 710 um
- Crit path kind: reg2reg
- DR pass1 iterations: 4
- Fillers: 399
- Setup_tns: 0 ns
- TritonCTS clock tree: yes
- Cts bufs inserted: 3
- Worst Setup End Kind: flop
- Sw Pwr: 120 uW
- Register area: 100 um2
- Yosys cell types: 12
- Highest Signal Layer: met3
- RSZ-0062 raised after global routing: false
- Placer Congestion: 0.755
- H-tree levels: 1
- Sw Ratio: 26.2%
- Combinational power share: 32.0%
- Met1 Wirelength: 453 um
- Mux area share: 5.66%
- Post-Syn Area: 199 um2
- FP Util: 5.82%
- Die Height: 80 um
- Max Clock Freq: 0.842 GHz
- Final Total Pwr: 459 uW
- Slew @ Worst Pin: 0.218 ns
- Met2 wire length: 181 um
- Met3 Wirelength: 75 um
- Pin count of the biggest net entering global routing: 6
- Worst setup SP type: flop
- Most common logic cells in the final layout: clkdlybuf4s50_1 (6), buf_4 (5), dfrtp_1 (4), dlygate4sd2_1 (4)
- Simple share: 5.03%
- Worst min path class: in2async
- Synth Seq Share: 50.3%
- PD cells: 1110 nW/um2
- DRT iter0 DRCs: 6
- Complex Gates by Area: 22.6%
- Most instantiated logic cell after routing: clkdlybuf4s50_1
- Fraction of layout cells with a size suffix above 1: 24.3%
- DRC viols: 0
- Vias in the first global route: 246
- XOR/XNOR Area Share: 4.40%
- Yosys Instances: 19
- Clock Skews: 0.00389 ns
- Maxcap violations: 0
synthesized netlist by cell type (all sizes together):
| cell | count | area share, % |
|---|---|---|
| a21o | 1 | 3.8 |
| a21oi | 2 | 5.0 |
| a311oi | 1 | 4.4 |
| a41oi | 1 | 4.4 |
| dfrtp | 4 | 50 |
| ha | 1 | 6.3 |
| inv | 3 | 5.7 |
| mux2 | 1 | 5.7 |
| nand2 | 1 | 1.9 |
| nor2b | 1 | 3.1 |
| o21ai | 2 | 5.0 |
| xnor2 | 1 | 4.4 |
critical path, cell delays in order, from the launching register on:
cell and delay [ns]:
dfrtp_1 0.36, buf_4 0.15, ha_1 0.23, a311oi_1 0.28, a21o_1 0.11
repair_timing:
item | 4_1_cts | 5_1_grt
hold endpoints to repair | 0 | 0
setup buffers | 3 | 0
endpoints found under the setup margin | 4 | 0
hold buffers | 0 | 0
gates resized | 4 | 0
power groups by stage:
stage	registers, mW	logic (mW)	clock network, mW
6_report	0.155	0.147	0.157
4_1_cts	0.155	0.147	0.164
5_1_grt	0.158	0.161	0.182
path summary, 6_finish.rpt:
| check | from | end | slack (ns) | depth (start not counted) |
|---|---|---|---|---|
| max | count_reg[0] | count_reg[0] | 0.11 | 4 |
| min | rst | count_reg[1] | 0.21 | 2 |
| max reg2reg | count_reg[0] | count_reg[0] | 0.11 | 4 |
| min reg2reg | count_reg[2] | count_reg[2] | 0.68 | 3 |
| max in group asynchronous | rst | count_reg[0] | 0.94 | 2 |
| min in group clk0 | load_value[3] | count_reg[3] | 0.63 | 3 |
logic make-up (layout without fill, tap and decap cells):
kind of cell    after synthesis  count (layout)
buf+inv                       3              21
mux                           1               1
compound gates                7               7
flops                         4               4
simple gates                  2               2
fa+ha+maj                     1               1
xor+xnor                      1               1
metal layers:
| layer | global-route usage (%) | vias up |
|---|---|---|
| li1 | - | 104 |
| met1 | 3.74 | 97 |
| met2 | 2.25 | 19 |
| met3 | 1.48 | 0 |
| met4 | 0.528 | 0 |
| met5 | 0 | - |
final cells by class:
cell class | instances | area share (%)
tap | 46 | 14.0
inverter | 3 | 2.74
multi-input combinational | 12 | 21.3
timing repair buffer | 15 | 32.2
sequential | 4 | 24.3
clock buffer | 3 | 5.47
metrics by stage:
stage               setup slack (ns)  instance area (um2)  instances  utilization [%]  hold WS [ns]
floorplan                      0.265                  199         19                -        0.0261
global placement              0.0709                  372         77             10.9         0.452
detailed placement            0.0519                  372         77             10.9         0.457
CTS                            0.104                  412         83             12.1         0.208
global route                  0.0373                  412         83             12.1         0.223
finish                         0.112                  412         83             12.1         0.207
Power figures rest on the tool's default switching activity, not on a simulated workload.
