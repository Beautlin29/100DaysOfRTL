--- flow/run.sh ---
#!/bin/bash
# OpenROAD 26Q1-2900-gdf79404cd8, Yosys 0.63+post, stock flow scripts
make -C /OpenROAD-flow-scripts/flow DESIGN_CONFIG=/design/flow/config.mk WORK_HOME=/design/flow/orfs finish
--- flow/config.mk ---
export PLATFORM = sky130hd
export DESIGN_NAME = binToOneHot
export DESIGN_NICKNAME = binToOneHot
export VERILOG_FILES = /design/flow/design.v
export SDC_FILE = /design/flow/constraint.sdc
export NUM_CORES = 4
export LEC_CHECK = 1
export CORE_AREA = 10 10 70 70
export DIE_AREA = 0 0 80 80
--- flow/constraint.sdc ---
current_design binToOneHot

set clk_period 1.0
set clk_io_pct 0.2

create_clock -name clk0 -period $clk_period

set non_clock_inputs [all_inputs -no_clocks]
set_input_delay [expr $clk_period * $clk_io_pct] -clock clk0 $non_clock_inputs
set_output_delay [expr $clk_period * $clk_io_pct] -clock clk0 [all_outputs]
--- flow/design.v ---
module binToOneHot #(parameter BIN = 4, parameter ONEHOT = 16) 
    (input wire [BIN-1:0]bin, output wire [ONEHOT-1:0]onehot);
    assign onehot = (1 << bin);
endmodule
==> flow_metrics.py <==
# Metrics from the implementation run
metrics = {
    "final_layout": {
        "syn_to_final_growth_pct": 216,
        "flop_area_sq_um": 0,
        "nClkBuffers": 0,
        "most-common-layout-cells": "16 x buf_6, 15 x buf_2, 6 x and4bb_2, 6 x buf_4",
        "postLayoutCellArea_sq_um": 716,
        "lay_top_count": "buf_6",
        "drive_gt1_share_pct": 90.0,
        "ff_count": 0,
    },
    "power_and_ir_drop": {
        "pwr_density_cell_mw_per_mm2": 337,
        "power.leakage_nw": 0.346,
        "power.total_mw": 0.241,
        "ir_drop_uv": 149,
    },
    "outcome": {
        "status": "complete, but fails checks",
        "violations": "setup timing",
    },
    "global_route": {
        "grt_pass1_vias": 344,
        "grtUsageTotal_pct": 3.83,
        "grt_remaining_overflow": 0,
        "grt_max_degree": 9,
        "grt_pass1_wl_um": 1980,
        "antenna_found_initial": 0,
    },
    "detailed_routing": {
        "drc": 0,
        "met1_length_um": 779,
        "routed_via_density": 3.24,
        "vias": 343,
        "routed.top_layer": "met3",
        "wl_met2_um": 470,
        "drtAntennaViolNets": 0,
        "drt-wirelength-per-cell_um": 13.1,
        "drt_wl_total_um": 1390,
        "first_iter_violations": 17,
        "n_antenna_cell": 0,
        "wl_met3_um": 137,
        "dr.pass1.iters": 2,
    },
    "final_timing": {
        "whs_ps": 765,
        "clock.fmax_ghz": 0.874,
        "tightest_slew_ps": 203,
        "min_period_ps": 1140,
        "slew_viol_final": 0,
        "setup_tns_ps": -1160,
        "min_period_over_period_pct": 114,
        "setup_ws_ps": -144,
        "hold_viol_final": 0,
        "slew_headroom_pct": 86.4,
        "setup_viol": 13,
        "rsz0062_at_grt": "true",
    },
    "setup_path": {
        "critPathLaunchType": "primary input",
        "critPathSlowestCell": "nor4b_4",
        "arrival_ps": 940,
        "critPathMaxStageDelay_ps": 270,
        "required_ps": 800,
        "path_cells": "buf_8, buf_6, buf_6, nor4b_4, buf_2",
        "critPathMaxFanout": 6,
        "end_kind": "output pin",
        "crit_top_cell": "buf_6",
        "critPathKind": "primary input to output pin",
    },
    "floorplanning": {
        "fp-row-count": 21,
        "num_io_pins": 20,
        "chip_area_sq_mm": 0.00640,
        "coreArea_sq_mm": 0.00342,
        "initial_utilization_pct": 6.63,
        "die_x_um": 80,
        "die_y_um": 80,
    },
    "synth": {
        "synth_seq_share_pct": 0,
        "syn_avg_cell_area_sq_um": 11.3,
        "ys_cells": 20,
        "yosysWarnings": 0,
        "synth.cell_area_sq_um": 226,
        "yosys-stat-area_sq_um": 226,
        "syn-instance-count": 20,
        "synthDistinctLibCells": 6,
    },
    "place": {
        "placed_area_sq_um": 497,
        "dp_slack_ps": -800,
        "dp_hpwl_um": 634,
        "portBuffers": 20,
        "place_congestion": 0.721,
    },
    "hold_path": {
        "min_path_cells": 4,
        "hold_class": "primary input to output pin",
    },
    "run": {
        "warnings": 34,
        "maxCapViolations": 0,
    },
}
## report_power, final
group | internal [mW] | switching, mW | leakage [nW]
registers | 0 | 0 | 0
logic | 0.156 | 0.0846 | 0.346
clock network | 0 | 0 | 0
## worst max-delay path, delay by kind of cell
family / cells / cell delay (ps)
buf+inv: 4 / 480
simple gates: 1 / 270
## through the flow
| step | instances | util (%) |
|---|---|---|
| after floorplan | 20 | - |
| after global placement | 86 | 14.5 |
| after detailed placement | 86 | 14.5 |
| after CTS | 104 | 18.9 |
| after global routing | 106 | 21.0 |
| final | 106 | 21.0 |
## layout make-up
| cell class | instances | area (sq um) |
|---|---|---|
| multi-input cells | 16 | 240 |
| well taps | 46 | 57.6 |
| repair buffers | 44 | 418 |
| fillers | 368 | 2700 |
## synthesized netlist by cell type
library cell  count  area [sq um]
and4b_1           4          40.0
buf_4             4          30.0
and4_1            1          8.76
nor4_2            1          12.5
nor4b_2           4          60.1
and4bb_2          6          75.1
## routing by layer
metal | GRT usage [%] | vias to the layer above
met3 | 1.48 | 0
met1 | 6.86 | 154
met4 | 0 | 0
met5 | 0 | -
li1 | - | 169
met2 | 3.93 | 20
## path summary, 6_finish.rpt
check | end | slack, ps | from
hold / removal | onehot[4] | 770 | bin[0]
setup / recovery | onehot[1] | -140 | bin[1]
## kinds of logic after synthesis
kind of cell / after synthesis / share of synthesized area [%]
AND/OR/NAND/NOR: 16 / 86.7
buffers and inverters: 4 / 13.3
## timing repair
action                                  CTS  global route
endpoints found under the setup margin   16            13
hold buffers                              0             0
setup buffers                            14             3
resized                                  89            10
pin swaps                                 9             5
gates cloned                              4             0
Power figures rest on the tool's default switching activity, not on a simulated workload.
